$ cat flow/config.mk
export PLATFORM = sky130hd
export DESIGN_NAME = data_gen
export DESIGN_NICKNAME = data_gen
export VERILOG_FILES = /design/flow/design.v
export SDC_FILE = /design/flow/constraint.sdc
export NUM_CORES = 4
export LEC_CHECK = 1
export CORE_UTILIZATION = 50
$ cat flow/constraint.sdc
current_design data_gen

set clk_period 6.6
set clk_io_pct 0.2

create_clock -name clk0 -period $clk_period [get_ports {clk_100mhz}]

set non_clock_inputs [all_inputs -no_clocks]
set_input_delay [expr $clk_period * $clk_io_pct] -clock clk0 $non_clock_inputs
set_output_delay [expr $clk_period * $clk_io_pct] -clock clk0 [all_outputs]
$ cat flow/design.v
`timescale 1ns / 1ps
module data_gen(
    input clk_100mhz,
    output wire d_out,
    input reset,
    input [7:0] red,
    input [7:0] green,
    input [7:0] blue,
    input trig_in,
    output nxt_out,
    output wire t_valid,
    output wire rdy
    );
    localparam T0H=40;  
    localparam T1H=80;  
    localparam T0L=85;  
    localparam T1L=45;  
    localparam minTres=2500;  
    localparam Tres=40000;  
    localparam IDLE=4'b0000, TRANS=4'b0001, TRANS0=4'b0010, TRANS1=4'b0011, UPDATE=4'b0100, FIN=4'b0101; 
    reg [15:0] counter;  
    reg [3:0] state, l_state;
    reg i_out;
    reg trig_reg, trig, d_trig;
    reg [7:0] idx;
    reg [23:0] buf_color;
    reg [23:0] cur_color = {24'hFFFFFF};  
    reg buf_up;   
    reg nxt;
    assign d_out = i_out;
    assign rdy = (state == IDLE);
    always @(posedge clk_100mhz) begin
	  { trig, trig_reg } <= { trig_reg, trig_in };
	end
    assign t_valid = d_trig;
    assign nxt_out = nxt & !t_valid;
    always @(posedge clk_100mhz) begin
      if(d_trig == 0 && trig == 1 && (nxt || rdy)) begin
        buf_color <= {green, red, blue};
        nxt <= 0;
      end
      else if(buf_up) nxt <= 1;
      d_trig <= trig;
    end
    always @(posedge clk_100mhz) begin
      if(l_state != state) counter <= 0;
      else counter <= counter + 1;
      l_state <= state;
    end
    always @(posedge clk_100mhz) begin
      buf_up <= 0;
      if(reset) begin
        state <= IDLE;
        i_out <= 0;
        idx <= 23;
      end
      else begin
        case(state)
          IDLE: begin
            i_out <= 0;
            if(nxt == 0) begin  
              state <= TRANS;
              cur_color <= buf_color;
              buf_up <= 1;
              idx <= 23;
            end
          end
          TRANS: begin
            i_out <= 0;
            if(cur_color[idx] == 1'b0) state <= TRANS0;
            else state <= TRANS1;
          end
          TRANS0: begin
            if(counter < T0H) i_out <= 1;
            else i_out <= 0;
            if(counter >= T0H+T0L-3) state <= UPDATE;
          end
          TRANS1: begin
            if(counter < T1H) i_out <= 1;
            else i_out <= 0;
            if(counter >= T1H+T1L-3) state <= UPDATE;
          end
          UPDATE: begin
            i_out <= 0;
            if(idx == 0) begin
              if(nxt == 0) begin
                idx <= 23;
                cur_color <= buf_color;
                buf_up <= 1;
                state <= TRANS;
              end else if(counter > minTres) state <= FIN;
            end
            else begin 
              idx <= idx-1;
              state <= TRANS;
            end
          end
          FIN: begin
            i_out <= 0;
            buf_up <= 1;  
            if(counter > Tres - minTres) state <= IDLE;
          end
        endcase
      end
    end
endmodule
$ cat flow/run.sh
#!/bin/bash
# OpenROAD 26Q1-2900-gdf79404cd8, Yosys 0.63+post, stock flow scripts
make -C /OpenROAD-flow-scripts/flow DESIGN_CONFIG=/design/flow/config.mk WORK_HOME=/design/flow/orfs finish
==> flow_summary.json <==
{
  "status": "finished, final reports clean",
  "crit_path_end": "rdy",
  "regToRegSetupSlack_ps": 4110,
  "hp-class": "flop to flop",
  "die_w_um": 86.36,
  "openroad.warnings": 27,
  "synthCells": 297,
  "fp_util_pct": 52.09,
  "ys.flops": 84,
  "area_growth_pct": 15.40,
  "setup_viol": 0,
  "gr-usage-met1_pct": 29.77,
  "post_cts_buffers": 0,
  "cts_tree": "done",
  "cp-end-kind": "output pin",
  "reg2reg_depth": 7,
  "ys_async_sr_fraction_pct": 0,
  "grtUsageMet3_pct": 4.638,
  "path_clk_slew_ps": 90,
  "pwr-share-clk_pct": 25.4,
  "slew_viol_final": 0,
  "power.net_switching_w": 0.0004038,
  "cts.sinks": 84,
  "intPower_w": 0.0009032,
  "critPathLaunchType": "flop",
  "yosys_area_um2": 3558,
  "dpl.hpwl_um": 3826,
  "coreArea_um2": 6832,
  "cp_max_fo": 15,
  "yosysSeqAreaShare_pct": 60.76,
  "clock_path_buffers": 2,
  "grt_pass1_vias": 2033,
  "worst_pin_slew_ps": 729.9,
  "via_per_inst": 5.140,
  "drc_errors": 0,
  "wire_per_inst_um": 13.00,
  "yosysUniqueCellTypes": 55,
  "flop_cell": "edfxtp_1",
  "drt-total-wl_um": 5566,
  "antenna_found_initial": 0,
  "placementRows": 30,
  "synth.avg_cell_area_um2": 11.98,
  "htreeDepth": 3,
  "dieArea_um2": 7458,
  "p_comb_share_pct": 20.9,
  "rr_startpoint": "idx[1]$_SDFFE_PP1P_",
  "worstHoldStart": "trig_reg$_DFF_P_",
  "antenna_cells": 0,
  "post-place-ws_ps": 3760,
  "lay_top_count": "edfxtp_1",
  "drive_gt1_share_pct": 11.75,
  "fillers": 568,
  "switching_share_pct": 30.89,
  "clock.latency.late_pin_ps": 350,
  "largestRegisters": "buf_color x24, cur_color x24, counter x16",
  "crit_start": "state[1]$_SDFFE_PP0P_",
  "overflow": 0,
  "track_usage_pct": 17.47,
  "io_buffer_count": 30,
  "setup_tns_ps": 0,
  "ir_drop_v": 0.0002000,
  "synth_area_um2": 3558,
  "gp_congestion": 0.8606,
  "ios": 31,
  "use_met2_pct": 25.69,
  "clock.fmax_mhz": 309.8,
  "layout_top_cells": "48 x edfxtp_1, 36 x nor2_1, 36 x dfxtp_1",
  "ant_nets": 0,
  "synth-edff-count": 48,
  "clock_skew_ps": 8.332,
  "fin_ws_ps": 3372,
  "yosys_cells": 297,
  "hold_viol_final": 0,
  "path_class": "flop to output pin",
  "p_leak_nw": 1.420,
  "holdWs_ps": 338.9,
  "ctsHoldBuffers": 0,
  "slew_headroom_pct": 51.27,
  "fin_crit_sh_pct": 48.90,
  "cts_root_buf": "clkbuf_8",
  "power.total_w": 0.001307,
  "rsz0062_at_grt": "no",
  "cp.arrival_ps": 1910,
  "initialDrtViolationCount": 64,
  "grt_max_degree": 25,
  "first_pass_iters": 4,
  "numCtsBuffers": 9,
  "reg2reg_to": "cur_color[5]$_DFFE_PP_",
  "cts_resized": 0,
  "yosys_warnings": 1,
  "vias": 2200,
  "period_needed_ps": 3228,
  "grt-busiest-layer": "met1",
  "pwr_density_cell_nw_per_um2": 318.3,
  "seqPwrFrac_pct": 53.7,
  "fp.dieH_um": 86.36,
  "cap_violations": 0,
  "grt_pass1_wl_um": 9584,
  "cp.required_ps": 5280
}
cells by family after synthesis:
group,share of synthesized area (%)
buffers and inverters,3.586
AOI/OAI and AO/OA,9.459
muxes,4.536
and+or+nand+nor,16.32
DFF,60.76
xor gates and xnor gates,3.938
adders and majority gates,1.407
synthesized netlist by cell type, types with 4 or more instances:
| master | number | area share [%] |
|---|---|---|
| mux2i_1 | 6 | 1.7 |
| nand2b_1 | 7 | 1.2 |
| nor4_1 | 5 | 0.88 |
| dfxtp_1 | 36 | 20 |
| xnor2_1 | 13 | 3.2 |
| nand4_1 | 6 | 1.1 |
| or3_1 | 5 | 0.88 |
| nor3_1 | 5 | 0.70 |
| inv_1 | 14 | 1.5 |
| nor2_1 | 37 | 3.9 |
| o21ai_0 | 6 | 0.84 |
| nor3b_1 | 5 | 1.1 |
| a21oi_1 | 12 | 1.7 |
| nand2_1 | 14 | 1.5 |
| buf_2 | 6 | 0.84 |
| nand3_1 | 10 | 1.4 |
| edfxtp_1 | 48 | 41 |
| clkbuf_1 | 4 | 0.42 |
| ha_1 | 4 | 1.4 |
layer usage:
layer / up-vias / wire length [µm]
li1: 1148 / -
met1: 995 / 2707
met4: 0 / 68
met5: - / 0
met2: 49 / 2520
met3: 8 / 270
worst min path at each step:
stage	to	slack [ps]	cells after the start
after CTS	trig$_DFF_P_	340	0
after global routing	trig$_DFF_P_	350	0
final	trig$_DFF_P_	340	0
metrics by stage:
step,instance area (µm²),cells,utilization [%]
detailed placement,3926,412,57.47
CTS,4106,428,60.11
floorplan,3558,297,-
global route,4106,428,60.11
global placement,3926,412,57.47
finish,4106,428,60.11
critical path: stages (launching register included):
cell and delay [ps]:
dfxtp_1 480, or2_2 430, nor2_1 160, clkdlybuf4s50_1 490
cell type report:
type                       instances  area (µm²)  share of cell area [%]
inverter                          14       52.55                   1.280
sequential                        84        2162                   52.65
tap                               96       120.1                   2.925
clock inverter                     7       56.30                   1.371
multi-input combinational        186        1276                   31.08
clock buffer                       9       123.9                   3.016
timing repair buffer              32       315.3                   7.678
power by group through the flow:
stage / sequential, W / clock, W / combinational (W)
CTS: 0.000703 / 0.000346 / 0.000278
global route: 0.000714 / 0.000369 / 0.000306
finish: 0.000702 / 0.000332 / 0.000273
Power is estimated from default activity; no workload was simulated.
