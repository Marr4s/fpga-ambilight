### flow/constraint.sdc
current_design get_average

set clk_period 133.7
set clk_io_pct 0.2

create_clock -name clk0 -period $clk_period [get_ports {clk}]

set non_clock_inputs [all_inputs -no_clocks]
set_input_delay [expr $clk_period * $clk_io_pct] -clock clk0 $non_clock_inputs
set_output_delay [expr $clk_period * $clk_io_pct] -clock clk0 [all_outputs]
### flow/run.sh
#!/bin/bash
# OpenROAD 26Q1-2900-gdf79404cd8, Yosys 0.63+post, stock flow scripts
make -C /OpenROAD-flow-scripts/flow DESIGN_CONFIG=/design/flow/config.mk WORK_HOME=/design/flow/orfs finish
### flow/config.mk
export PLATFORM = sky130hd
export DESIGN_NAME = get_average
export DESIGN_NICKNAME = get_average
export VERILOG_FILES = /design/flow/design.v
export SDC_FILE = /design/flow/constraint.sdc
export NUM_CORES = 4
export LEC_CHECK = 1
export CORE_UTILIZATION = 50
### flow/design.v
`timescale 1ns / 1ps
module get_average #(
parameter v_pix = 1080,
    parameter h_pix = 1920,
    parameter num_h = 10,
    parameter num_v = 5,
    parameter cnt4pixavg = 64
)(
    input clk,
    input [23:0] rbg,
    input [15:0] h_cnt,
    input [15:0] v_cnt,
    input p_valid,
    input v_sync,
    output [23:0] avg_rgb,
    output trig,
    input nxt,
    input t_valid,
    input rdy
    );
    wire [23:0] rgb;
    assign rgb = {rbg[23:16], rbg[7:0], rbg[15:8]};
    get_average_sv #(
      .v_pix(v_pix),
      .h_pix(h_pix),
      .num_h(num_h),
      .num_v(num_v),
      .cnt4pixavg(cnt4pixavg)
    ) inst_ave (
      .clk(clk),
      .rgb(rgb),
      .h_cnt(h_cnt),
      .v_cnt(v_cnt),
      .p_valid(p_valid),
      .v_sync(v_sync),
      .avg_rgb(avg_rgb),
      .trig(trig),
      .nxt_in(nxt),
      .t_valid_in(t_valid),
      .rdy(rdy)
    );
endmodule
`timescale 1ns / 1ps
module get_average_sv #(
    parameter v_pix = 1080,
    parameter h_pix = 1920,
    parameter num_h = 19,
    parameter num_v = 11,
    parameter cnt4pixavg = 64,
    localparam X_BITS = $clog2(cnt4pixavg),  
    localparam MAX_DIST = cnt4pixavg>>($clog2(cnt4pixavg)/2)   
)(
    input clk,
    input [23:0] rgb,
    input [15:0] h_cnt,
    input [15:0] v_cnt,
    input v_sync,
    input p_valid,
    output reg [23:0] avg_rgb,
    output reg trig,
    input nxt_in,
    input t_valid_in,
    input rdy
    );
    if (cnt4pixavg != 4 && cnt4pixavg != 16 && cnt4pixavg != 64 && cnt4pixavg != 256 && cnt4pixavg != 1024 && cnt4pixavg != 4096)
        $error($sformatf("Illegal values for parameters cnt4pixavg (%0d). Use 4, 16, 64, 256, 1024 or 4096.", cnt4pixavg));
    localparam pix_h = h_pix/num_h;
    localparam pix_v = v_pix/num_v;
    localparam num_leds = num_h+2*num_v-2;
    reg [num_leds:0] [1:0] [15:0] led_pos_lut;  
    initial begin
      integer i;
      for(i = 0; i<num_leds; i=i+1) begin
        if(i < num_v) begin
          led_pos_lut[i][0] = 0;
          led_pos_lut[i][1] = v_pix-pix_v*i-pix_v/2;
        end else if(i > num_v+num_h-2) begin
          led_pos_lut[i][0] = h_pix-1;
          led_pos_lut[i][1] = pix_v/2+pix_v*(i-num_v-num_h+2);
        end else begin
          led_pos_lut[i][0] = pix_h/2+pix_h*(i-num_v+1);
          led_pos_lut[i][1] = 0;
        end
      end
    end
    wire [7:0] h_pos, v_pos; 
    wire [7:0] led_id;       
    reg [15:0] x_dist;       
    reg [15:0] y_dist;       
    reg d_vsync;             
    reg [7:0] out_cnt = num_leds;    
    reg t_valid_reg, t_valid;
    reg nxt_reg, nxt;
    reg [23:0] rgb_delayed;
    reg [7:0] led_id_delayed;
    reg buf_valid;
    reg [num_leds:0] [7+X_BITS:0] r_sum;
    reg [num_leds:0] [7+X_BITS:0] g_sum;
    reg [num_leds:0] [7+X_BITS:0] b_sum;
    reg [num_leds:0] [7+X_BITS:0] out_r_sum;
    reg [num_leds:0] [7+X_BITS:0] out_g_sum;
    reg [num_leds:0] [7+X_BITS:0] out_b_sum;
    assign h_pos = h_cnt/pix_h;
    assign v_pos = v_cnt/pix_v;
    assign led_id = (h_pos == 0)       ? num_v-v_pos-1 :  
                    (v_pos == 0)       ? num_v+h_pos-1 :  
                    (h_pos == num_h-1) ? num_v+h_pos+v_pos-1 :  
                    8'hFF;  
    always @(posedge clk) begin
        d_vsync <= v_sync;
    end
    always @(posedge clk) begin
      buf_valid <= 0;
      if(led_id < num_leds && p_valid) begin
        x_dist <= (led_pos_lut[led_id][0]>h_cnt)?(led_pos_lut[led_id][0] - h_cnt):(h_cnt - led_pos_lut[led_id][0]);
        y_dist <= (led_pos_lut[led_id][1]>v_cnt)?(led_pos_lut[led_id][1] - v_cnt):(v_cnt - led_pos_lut[led_id][1]);
        rgb_delayed <= rgb;
        led_id_delayed <= led_id;
        buf_valid <= 1'b1;
      end
      if(buf_valid) begin
        if(x_dist+y_dist<MAX_DIST) begin
          r_sum[led_id_delayed] <= r_sum[led_id_delayed] + rgb_delayed[23:16];
          g_sum[led_id_delayed] <= g_sum[led_id_delayed] + rgb_delayed[15:8];
          b_sum[led_id_delayed] <= b_sum[led_id_delayed] + rgb_delayed[7:0];
        end
      end
      if(d_vsync == 1 && v_sync == 0) begin
        r_sum <= 0;
        g_sum <= 0;
        b_sum <= 0;
      end
    end
    always @(posedge clk) begin
      {t_valid, t_valid_reg} <= {t_valid_reg, t_valid_in};
      {nxt, nxt_reg} <= {nxt_reg, nxt_in};
    end
    always @(posedge clk) begin
      if((d_vsync == 0) && (v_sync == 1) && (out_cnt == num_leds) && rdy) begin
        out_r_sum <= r_sum;
        out_g_sum <= g_sum;
        out_b_sum <= b_sum;
        out_cnt <= 0;
      end
      else if(out_cnt < num_leds) begin
        avg_rgb[23:16] <= out_r_sum[out_cnt][X_BITS+7:X_BITS];
        avg_rgb[15:8] <= out_g_sum[out_cnt][X_BITS+7:X_BITS];
        avg_rgb[7:0] <= out_b_sum[out_cnt][X_BITS+7:X_BITS];
        if(nxt) trig <= 1;
        if(t_valid && trig) begin
          trig <= 0;
          out_cnt <= out_cnt + 1;
        end
      end
      else  
        out_cnt <= num_leds;
    end
endmodule
==> impl_metrics.env <==
# implementation run metrics
export IMPL_synth_seq_share=0.440
export IMPL_routabilityCongestion=1.26
export IMPL_power_switching_mw=1.00
export IMPL_slew_at_the_pin_with_the_worst_max_slew_slack_ns=1.45
export IMPL_grt_setup_unrepaired="no"
export IMPL_worst_r2r_path_depth=27
export IMPL_synthesis_yosys_warnings=33
export IMPL_tritoncts="yes"
export IMPL_drcViolationCount=0
export IMPL_post_synth_num_cell_types=114
export IMPL_port_buffers=86
export IMPL_cellLeakagePower_nw=38.2
export IMPL_hold_path_class="register to register"
export IMPL_timing_worst_setup_path_type="input pin to register"
export IMPL_number_of_max_cap_violations=0
export IMPL_p_clk_frac=0.243
export IMPL_grt_pass1_vias=88400
export IMPL_postPlaceCellArea_sq_um=103000
export IMPL_clock_sinks=1699
export IMPL_p_int_mw=1.25
export IMPL_pin_count=87
export IMPL_postSynth_asyncResetShare=0
export IMPL_track_usage=0.615
export IMPL_flops_after_synth=1699
export IMPL_worst_path_largest_cell_delay_ns=0.81
export IMPL_cts_path_max_buffers=3
export IMPL_placement_rows=161
export IMPL_grt_overflow_total=0
export IMPL_die_height_microns=443
export IMPL_synth_chip_area_sq_um=97400
export IMPL_final_max_slew_viol_count=0
export IMPL_insertion_delay_ns=0.94
export IMPL_layout_area_overhead_vs_synth_pct=13.5
export IMPL_final_critical_path_setup_slack_ns=94.04
export IMPL_route_vias_total=94000
export IMPL_yosys_area_top_type_share=0.273
export IMPL_r2r_end="inst_ave.g_sum[167]"
export IMPL_share_comb_of_total_power=0.498
export IMPL_stdcell_area_sq_um=111000
export IMPL_synth_cells=9005
export IMPL_layout_top_cell_excl_fill_tap="sky130_fd_sc_hd__nor2_1"
export IMPL_synthDominantAreaCellType="sky130_fd_sc_hd__edfxtp_1"
export IMPL_timing_final_setup_violations=0
export IMPL_cts_max_level=4
export IMPL_post_cts_buffers=0
export IMPL_via_per_inst=7.80
export IMPL_root_buffer="sky130_fd_sc_hd__clkbuf_16"
export IMPL_skew_ns=0.0963
export IMPL_warnings=84
export IMPL_post_detailed_route_count_of_antenna_violating_nets=0
export IMPL_numCtsBuffers=182
export IMPL_initial_antenna_violation_count=164
export IMPL_layout_min_cycle_time_ns=39.66
export IMPL_enable_flop_cells=887
export IMPL_reg2reg_slack_ns=124.07
export IMPL_worstHoldStart="inst_ave.t_valid_reg"
export IMPL_placeableCoreArea_sq_um=193000
export IMPL_drt_first_pass_iters=13
export IMPL_worst_setup_hold_path_clk_slew_ns=0.07
export IMPL_post_synthesis_cell_count_from_yosys=9005
export IMPL_cts_repair_resized=0
export IMPL_timing_critical_path_arrival_ns=40.25
export IMPL_grt_max_degree=147
export IMPL_timing_max_slew_rel_slack=0.0223
export IMPL_vdd_ir_drop_max_mv=0.0332
export IMPL_cts_hold_buf=0
export IMPL_setup_tns_ns=0
export IMPL_place_worst_setup_slack_ns=93.40
export IMPL_placed_cells=11400
export IMPL_synth_top_flop_cell="sky130_fd_sc_hd__edfxtp_1"
export IMPL_post_layout_nonfiller_instances=12100
export IMPL_routed_wirelength_microns=567000
export IMPL_sw_frac_of_total=0.446
export IMPL_grt_pass1_wl_microns=755000
export IMPL_final_period_utilization=0.297
export IMPL_die_width_microns=443
export IMPL_status="complete, no violations"
export IMPL_postSynthAreaPerCell_sq_um=10.8
export IMPL_core_utilization_before_placement=0.505
export IMPL_worst_ep_required_time_ns=134.29
export IMPL_totalPowerFinal_mw=2.26
export IMPL_crit_fanout=19
export IMPL_worst_setup_end_kind="register"
export IMPL_dp_hpwl_microns=411000
export IMPL_fmaxAchievable_ghz=0.0252
export IMPL_dr_first_iter_drc_count=13600
export IMPL_drt_wirelength_per_cell_microns=47.1
export IMPL_worst_hold_path_endpoint="inst_ave.t_valid"
export IMPL_seqPwrFrac=0.259
export IMPL_syn_cell_area_sq_um=97400
export IMPL_power_density_nw_per_um2=20.4
export IMPL_timing_final_hold_violations=0
export IMPL_worst_path_max_delay_cell="sky130_fd_sc_hd__clkdlybuf4s50_1"
export IMPL_largest_cells_by_area="sky130_fd_sc_hd__edfxtp_1, sky130_fd_sc_hd__mux4_2, sky130_fd_sc_hd__dfxtp_1, sky130_fd_sc_hd__nor2_1, sky130_fd_sc_hd__a22oi_1"
export IMPL_min_delay_path_depth=0
export IMPL_drive_above_1_share=0.191
export IMPL_critPathLaunchType="input pin"
export IMPL_chipArea_sq_um=197000
export IMPL_worst_r2r_startpoint="inst_ave.led_id_delayed[0]"
export IMPL_layout_top_cells_excl_fill_tap="sky130_fd_sc_hd__nor2_1, sky130_fd_sc_hd__edfxtp_1, sky130_fd_sc_hd__nand2_1, sky130_fd_sc_hd__dfxtp_1, sky130_fd_sc_hd__mux4_2"
==> metal layers <==
layer	track usage	vias to the layer above	routed length, microns
li1	-	35200	-
met3	0.535	3048	116000
met4	0.469	196	59900
met5	0.343	-	7750
met2	0.704	10500	206000
met1	0.689	45100	177000
==> synthesized netlist by cell type, drive strengths merged, types with 67 or more instances <==
library cell,count
buf,196
xnor2,98
a22oi,650
nor3,133
a32oi,92
dfxtp,812
nand3,197
o22ai,98
and3,71
edfxtp,887
mux4,750
a21oi,439
mux2i,401
ha,132
clkbuf,537
inv,106
nor2,1322
a211oi,86
nand2,891
o21ai,294
and2,67
==> worst max path at each step <==
| stage | end | cells past startpoint | startpoint |
|---|---|---|---|
| CTS | inst_ave.x_dist[11] | 49 | v_cnt[11] |
| global route | inst_ave.x_dist[11] | 49 | v_cnt[11] |
| finish | inst_ave.x_dist[11] | 49 | v_cnt[11] |
==> stage by stage <==
step / utilization / hold WS, ns
floorplan: - / 0.310
global placement: 0.535 / 0.310
detailed placement: 0.535 / 0.314
CTS: 0.569 / 0.325
global route: 0.571 / 0.338
finish: 0.573 / 0.320
==> cells by family (layout without fill, tap and decap cells) <==
logic type,Yosys count,after routing,share of synthesized area
flops,1699,1699,0.440
xor+xnor,146,146,0.0132
mux,1177,1177,0.218
fa+ha+maj,157,157,0.0218
compound gates,2124,2124,0.149
other cells,0,312,0
buf+inv,841,1052,0.0332
simple gates,2861,2861,0.124
==> critical path: cells and delay by family <==
| kind | cells | cell delay, ns |
|---|---|---|
| buffers and inverters | 5 | 1.76 |
| xor gates and xnor gates | 2 | 0.23 |
| and+or+nand+nor | 14 | 4.14 |
| muxes | 2 | 0.75 |
| adders and majority gates | 5 | 1.52 |
| AOI/OAI and AO/OA | 21 | 5.07 |
==> power groups by stage <==
stage         combinational [mW]  sequential, mW  clock (mW)
CTS                         1.04           0.583       0.545
global route                1.13           0.585       0.563
finish                      1.12           0.584       0.548
==> layout make-up <==
type / instances / area [sq um]
Fill cell: 15300 / 82400
Multi-Input combinational cell: 6465 / 51900
Sequential cell: 1699 / 42900
Clock buffer: 238 / 5120
Timing Repair Buffer: 599 / 4840
Tap cell: 2526 / 3160
Clock inverter: 107 / 1420
Antenna cell: 312 / 781
Inverter: 108 / 418
No activity file was given, so power comes from the tool's default toggle rates.
