--- config.mk ---
export PLATFORM = sky130hd
export DESIGN_NAME = v_count
export DESIGN_NICKNAME = v_count
export VERILOG_FILES = /design/flow/design.v
export SDC_FILE = /design/flow/constraint.sdc
export NUM_CORES = 4
export LEC_CHECK = 1
export CORE_UTILIZATION = 40
--- constraint.sdc ---
current_design v_count

set clk_period 4.1
set clk_io_pct 0.2

create_clock -name clk0 -period $clk_period [get_ports {clk}]

set non_clock_inputs [all_inputs -no_clocks]
set_input_delay [expr $clk_period * $clk_io_pct] -clock clk0 $non_clock_inputs
set_output_delay [expr $clk_period * $clk_io_pct] -clock clk0 [all_outputs]
--- design.v ---
`timescale 1ns / 1ps
module v_count(
    input clk,
    input valid,
    input vsync,
    output wire [15:0] o_v_cnt,
    output wire [15:0] o_h_cnt
    );
    reg d_vsync;
    reg d_valid;
    reg [15:0] v_cnt;
    reg [15:0] h_cnt;
    reg init;
    assign o_v_cnt = v_cnt;
    assign o_h_cnt = valid == 1 ? h_cnt : 0;
    always @(posedge clk) begin
      d_vsync <= vsync;
      d_valid <= valid;
    end
    always @(posedge clk) begin
      if(d_vsync == 0 && vsync == 1) begin
        v_cnt <= 0;
      end
      if(d_valid == 1 && valid == 0) begin
        v_cnt <= v_cnt + 1;
        h_cnt <= 0;
      end else if(valid == 1) begin
        h_cnt <= h_cnt + 1;
      end
    end
endmodule
--- run.sh ---
#!/bin/bash
# OpenROAD 26Q1-2900-gdf79404cd8, Yosys 0.63+post, stock flow scripts
make -C /OpenROAD-flow-scripts/flow DESIGN_CONFIG=/design/flow/config.mk WORK_HOME=/design/flow/orfs finish
==> flow_metrics.env <==
# yosys + openroad results
export IMPL_cts_num_sinks=34
export IMPL_track_usage=0.173
export IMPL_slew_viol_final=0
export IMPL_path_buffers=3
export IMPL_chipArea_um2=4550
export IMPL_ir_worst_vdd_mv=0.227
export IMPL_cp_required_ns=3.28
export IMPL_cts_hold_buf=0
export IMPL_antenna_found_initial=0
export IMPL_worst_slew_pin_slew_ns=0.697
export IMPL_slowest_delay_ns=0.67
export IMPL_io_buffers=34
export IMPL_swShare=0.241
export IMPL_drive_above_1_share=0.0541
export IMPL_crit_top_cell="clkdlybuf4s50_1"
export IMPL_finalPower_mw=0.717
export IMPL_status="complete, no violations"
export IMPL_root_buffer="clkbuf_8"
export IMPL_setup_ws_ns=0.945
export IMPL_slew_limit_headroom=0.535
export IMPL_powerDensity_nw_per_um2=326
export IMPL_clk_pin_slew_worst_paths_ns=0.06
export IMPL_ys_types=31
export IMPL_logic_area_um2=828
export IMPL_syn2layout_area_growth_pct=28.2
export IMPL_ff_latch_area_um2=841
export IMPL_die_x_um=67.5
export IMPL_synth_async_reset_ratio=0
export IMPL_dp_hpwl_mm=2.32
export IMPL_clock_skew_ns=0.00876
export IMPL_grt_ovfl_total=0
export IMPL_fin_cells=272
export IMPL_post_route_min_period_ns=3.15
export IMPL_netlist_area_um2=1710
export IMPL_grt_max_degree=18
export IMPL_ys_flop_type="dfxtp_1"
export IMPL_total_leakage_power_nw=0.771
export IMPL_first_iter_violations=64
export IMPL_dp_cells=264
export IMPL_core_area_um2=4060
export IMPL_ys_sh_xor=0.0920
export IMPL_io_pin_count=35
export IMPL_cts_resized_gates=0
export IMPL_ys_seq_frac=0.491
export IMPL_post_cts_buffers=0
export IMPL_clockBufferDepth=2
export IMPL_wl_per_cell_um=12.3
export IMPL_hp_class="flip-flop to flip-flop"
export IMPL_fin_crit_sh=0.769
export IMPL_fillers=348
export IMPL_synth_flops=34
export IMPL_logic_family="simple AND/OR/NAND/NOR gates"
export IMPL_grt_first_pass_wirelength_mm=5.76
export IMPL_power_switching_mw=0.173
export IMPL_die_h_um=67.5
export IMPL_internal_power_mw=0.544
export IMPL_initCoreUtil=0.422
export IMPL_crit_type="input port to primary output"
export IMPL_crit_arrival_ns=2.33
export IMPL_via_count=1378
export IMPL_cts_tree="yes"
export IMPL_routed_via_density=5.07
export IMPL_ant_nets=0
export IMPL_clkLatencyLatePin_ns=0.28
export IMPL_gp_congestion=0.859
export IMPL_muxShareOfSynthArea=0.0117
export IMPL_tool_warnings=25
export IMPL_adder_share=0.0146
export IMPL_placementRows=23
export IMPL_critPathTopFamily="buffers and inverters"
export IMPL_setup_viol=0
export IMPL_yosys_cells=183
export IMPL_grt_pass1_vias=1240
export IMPL_cp_max_fo=15
export IMPL_antennaDiodeCount=0
export IMPL_p_seq_frac=0.566
export IMPL_aoi_share=0.0701
export IMPL_simple_gate_area_frac=0.295
export IMPL_critPathLaunchType="input port"
export IMPL_crit_chain="clkdlybuf4s50_1 -> buf_4 -> and2_1 -> clkdlybuf4s50_1"
export IMPL_slowest_stage="clkdlybuf4s50_1"
export IMPL_tns_ns=0
export IMPL_hold_viol_final=0
export IMPL_htree_levels=2
export IMPL_combPwrFrac=0.113
export IMPL_max_clock_freq_mhz=317
export IMPL_syn_area_per_cell_um2=9.37
export IMPL_synthCells=183
export IMPL_cp_end_kind="primary output"
export IMPL_dp_slack_ns=0.928
export IMPL_hold_slack_ns=0.514
export IMPL_wl_mm=3.34
export IMPL_clockPowerShare=0.321
export IMPL_drc=0
export IMPL_cap_viol_max_count=0
export IMPL_rsz0062_at_grt="no"
export IMPL_first_pass_iters=4
export IMPL_ys_area_um2=1710
export IMPL_cts_made_buffers=5
export IMPL_synth_warnings=1
export IMPL_synth_edff_count=16
## cell usage after synthesis, types with 2 or more instances
| cell type | instances | area [um2] |
|---|---|---|
| nand4_1 | 8 | 50.1 |
| dfxtp_1 | 18 | 360 |
| and3_1 | 3 | 18.8 |
| nand2_1 | 13 | 48.8 |
| xor2_1 | 7 | 61.3 |
| clkbuf_1 | 6 | 22.5 |
| ha_1 | 2 | 25.0 |
| a21oi_1 | 7 | 35.0 |
| mux2i_1 | 2 | 20.0 |
| xnor2_1 | 11 | 96.3 |
| and2_1 | 16 | 100 |
| nor3_1 | 7 | 35.0 |
| or3_1 | 3 | 18.8 |
| nor2_1 | 20 | 75.1 |
| o21ai_0 | 9 | 45.0 |
| nand3_1 | 10 | 50.1 |
| edfxtp_1 | 16 | 480 |
| nor4_1 | 2 | 12.5 |
| nand2b_1 | 6 | 37.5 |
| inv_1 | 6 | 22.5 |
## stage by stage
step                      cell area (um2)   util
after global routing                 2200  0.541
after floorplan                      1710      -
after CTS                            2200  0.541
after detailed placement             2120  0.522
final                                2200  0.541
after global placement               2120  0.522
## worst register-to-register path: stages, from the launching register on
cell      delay, ns
edfxtp_1       0.43
ha_1           0.23
nand2_1        0.14
nor4_1         0.48
a21oi_1        0.12
a31o_2         0.22
## worst paths after layout
path	from	slack, ns	end	cells after the start
worst min-delay path	h_cnt[13]$_SDFFE_PP0P_	0.51	h_cnt[13]$_SDFFE_PP0P_	2
worst max-delay path	valid	0.95	o_h_cnt[3]	4
worst min register to register	h_cnt[13]$_SDFFE_PP0P_	0.51	h_cnt[13]$_SDFFE_PP0P_	2
worst max register to register	v_cnt[0]$_SDFFCE_PN0P_	2.23	v_cnt[12]$_SDFFCE_PN0P_	5
## per-layer routing
layer  global-route usage  share of wire  wire length (um)  vias to the layer above
met5                    0              0                 0                        -
met4               0.0213          0.014                47                        0
met3               0.0394          0.040               133                        5
met2                0.259           0.44              1480                       32
met1                0.270           0.50              1680                      625
li1                     -              -                 -                      716
## power groups by stage
stage | Combinational, mW | Clock, mW | Sequential, mW
CTS | 0.0824 | 0.238 | 0.406
global route | 0.0922 | 0.258 | 0.411
finish | 0.0811 | 0.230 | 0.406
## layout make-up
type / count / share of cell area
flip-flops and latches: 34 / 0.383
multi-input cells: 137 / 0.377
repair buffers: 37 / 0.165
clock buffers: 7 / 0.0347
well taps: 50 / 0.0285
inverters: 6 / 0.0103
clock inverters: 1 / 0.00171
## logic make-up (layout without fill, tap and decap cells)
family,Yosys count,count (layout)
and+or+nand+nor,94,94
adders and majority gates,2,2
muxes,2,2
AOI/OAI and AO/OA,21,21
xor gates and xnor gates,18,18
buffers and inverters,12,51
DFF,34,34
## placed cells by master, fill, tap and decap left out, types with 2 or more instances in the layout
| master | instances |
|---|---|
| a21oi_1 | 7 |
| and2_1 | 16 |
| and3_1 | 3 |
| buf_4 | 3 |
| clkbuf_1 | 2 |
| clkbuf_8 | 5 |
| clkdlybuf4s50_1 | 34 |
| dfxtp_1 | 18 |
| edfxtp_1 | 16 |
| ha_1 | 2 |
| inv_1 | 6 |
| mux2i_1 | 2 |
| nand2_1 | 13 |
| nand2b_1 | 6 |
| nand3_1 | 10 |
| nand4_1 | 8 |
| nor2_1 | 20 |
| nor3_1 | 7 |
| nor4_1 | 2 |
| o21ai_0 | 8 |
| or3_1 | 3 |
| xnor2_1 | 11 |
| xor2_1 | 7 |
## registers in the layout, indices dropped and copies added, names as in the netlist
register and flops:
h_cnt 16, d_vsync 1, d_valid 1, v_cnt 16
Power figures rest on the tool's default switching activity, not on a simulated workload.
